`/design/flow/config.mk`:
```
export PLATFORM = sky130hd
export DESIGN_NAME = LookupTable
export DESIGN_NICKNAME = LookupTable
export VERILOG_FILES = /design/flow/design.v
export SDC_FILE = /design/flow/constraint.sdc
export NUM_CORES = 4
export LEC_CHECK = 1
export CORE_AREA = 10 10 74 74
export DIE_AREA = 0 0 84 84
export SYNTH_HDL_FRONTEND = slang
```
`/design/flow/constraint.sdc`:
```
current_design LookupTable

set clk_period 1.1
set clk_io_pct 0.2

create_clock -name clk0 -period $clk_period

set non_clock_inputs [all_inputs -no_clocks]
set_input_delay [expr $clk_period * $clk_io_pct] -clock clk0 $non_clock_inputs
set_output_delay [expr $clk_period * $clk_io_pct] -clock clk0 [all_outputs]
```
`/design/flow/design.v`:
```
`timescale 1ns/1ns
module LookupTable(addr1, addr2, addr3, addr4, mem_pipe1, mem_pipe2, mem_pipe3, mem_pipe4);
    input [3:0] addr1;
    input [3:0] addr2;
    input [3:0] addr3;
    input [3:0] addr4;
    output reg [31:0] mem_pipe1;
    output reg [31:0] mem_pipe2;
    output reg [31:0] mem_pipe3;
    output reg [31:0] mem_pipe4;
    always @(*) begin
        case (addr1)
            4'b0000: mem_pipe1= {1'b0, 31'b1111111111111111111111111111111};  
            4'b0001: mem_pipe1= {2'b11, 30'b0};  
            4'b0010: mem_pipe1= 32'b00101010101010101010101010101010;   
            4'b0011: mem_pipe1= 32'b11100000000000000000000000000000;
            4'b0100: mem_pipe1= 32'b00011001100110011001100110011001;   
            4'b0101: mem_pipe1= 32'b11101010101010101010101010101011;
            4'b0110: mem_pipe1= 32'b00010010010010010010010010010010;  
            4'b0111: mem_pipe1= 32'b11110000000000000000000000000000;  
            default: mem_pipe1= 32'b0;
        endcase
        case (addr2)
            4'b0000: mem_pipe2= {1'b0, 31'b1111111111111111111111111111111};  
            4'b0001: mem_pipe2= {2'b11, 30'b0};  
            4'b0010: mem_pipe2= 32'b00101010101010101010101010101010;
            4'b0011: mem_pipe2= 32'b11100000000000000000000000000000;
            4'b0100: mem_pipe2= 32'b00011001100110011001100110011001;
            4'b0101: mem_pipe2= 32'b11101010101010101010101010101011; 
            4'b0110: mem_pipe2= 32'b00010010010010010010010010010010;  
            4'b0111: mem_pipe2=  32'b11110000000000000000000000000000; 
            default: mem_pipe2= 32'b0;
        endcase
        case (addr3)
            4'b0000: mem_pipe3= {1'b0, 31'b1111111111111111111111111111111};  
            4'b0001: mem_pipe3= {2'b01, 30'b0};  
            4'b0010: mem_pipe3= 32'b00101010101010101010101010101010;
            4'b0011: mem_pipe3= 32'b11100000000000000000000000000000;
            4'b0100: mem_pipe3= 32'b00011001100110011001100110011001;
            4'b0101: mem_pipe3= 32'b11101010101010101010101010101011;
            4'b0110: mem_pipe3= 32'b00010010010010010010010010010010;  
            4'b0111: mem_pipe3=  32'b11110000000000000000000000000000; 
            default: mem_pipe3= 32'b0;
        endcase
        case (addr4)
            4'b0000: mem_pipe4= {1'b0, 31'b1111111111111111111111111111111};  
            4'b0001: mem_pipe4= {2'b01, 30'b0};  
            4'b0010: mem_pipe4= 32'b00101010101010101010101010101010;
            4'b0011: mem_pipe4= 32'b11100000000000000000000000000000;
            4'b0100: mem_pipe4= 32'b00011001100110011001100110011001;
            4'b0101: mem_pipe4= 32'b11101010101010101010101010101011;
            4'b0110: mem_pipe4= 32'b00010010010010010010010010010010;  
            4'b0111: mem_pipe4=  32'b11110000000000000000000000000000; 
            default: mem_pipe4= 32'b0;
        endcase
    end
endmodule
```
`/design/flow/run.sh`:
```
#!/bin/bash
# OpenROAD 26Q1-2900-gdf79404cd8, Yosys 0.63+post, stock flow scripts
make -C /OpenROAD-flow-scripts/flow DESIGN_CONFIG=/design/flow/config.mk WORK_HOME=/design/flow/orfs finish
```
==> impl_metrics.ini <==
; generated from flow reports
[status]
status = stopped before the end
stop_stage = clock tree synthesis
run.stop_error = [ERROR DPL-0036] Detailed placement failed.

[logic_synthesis]
ys_cells = 217
synth_cells = 217
synth.cell_area_sq_mm = 0.00156
area_leaders = buf_4 (38%), ha_1 (21%), nor2b_1 (9.2%)
synth_chip_area_sq_mm = 0.00156
syn_avg_cell_area_sq_um = 7.17
top_cell_area_share_pct = 38.1
synth_cell_type_count = 21
synth.cells.most_frequent = buf_4 (79), ha_1 (26), nor2b_1 (23), a21oi_1 (17), nor3_1 (13)
synth_top_cell_by_count = buf_4
synth_top_cell_by_area = buf_4
postSynthSeqShare_pct = 0
ys_warn_count = 0

[floorplan]
rows = 23
die-width_microns = 84
initial_utilization_pct = 39.2
die-height_microns = 84
num_io_pins = 144

[placed_design]
hpwl_microns = 4550
placement.io_buffers = 144
place.gp.congestion = 0.841

[cts]
cts-resized-gates = 678
cts_hold_buf = 0
post_cts_buffers = 82
[through the flow]
step / instances / setup WS [ps] / TNS, ps / instance area (sq um)
floorplan: 217 / -31.8 / -138 / 1710
global placement: 366 / -1170 / -120020 / 2890
detailed placement: 366 / -1180 / -121030 / 2890
[kinds of logic after synthesis]
group,Yosys count,share of synthesized area [%]
adder cells (fa/ha/maj),26,20.9
AND/OR/NAND/NOR,67,23.7
buffers and inverters,93,42.2
AND-OR/OR-AND,28,11.3
multiplexers,3,1.93
