===== flow/design.v =====
`timescale 1ns/1ns
module register #(parameter size)(clk, rst, ld, init, inp, out);
    input clk, rst, ld, init;
    input [size-1:0] inp;
    output reg [size-1:0] out;
    always @(posedge clk or posedge rst) begin
        if (rst)
            out <= {size{1'b0}};
        else if (init)
            out <= {size{1'b0}};
        else if (ld)
            out <= inp;
    end
endmodule
`timescale 1ns/1ns
module register_group_pipe(clk, rst, init, inp_y, inp_t, inp_x, inp_n, inp_ovf, inp_valid,
                            out_y, out_t, out_x, out_n, out_ovf, out_valid);
    input clk, rst, init, inp_ovf, inp_valid;
    input [31:0] inp_y, inp_t;
    input [7:0] inp_x;
    input [3:0] inp_n;
    output [31:0] out_y, out_t;
    output [7:0] out_x;
    output [3:0] out_n;
    output out_ovf, out_valid;
    register #(.size(32)) reg_y(.clk(clk), .rst(rst), .ld(1'b1), .init(init), .inp(inp_y), .out(out_y));
    register #(.size(8)) reg_x(.clk(clk), .rst(rst), .ld(1'b1), .init(init), .inp(inp_x), .out(out_x));
    register #(.size(4)) reg_n(.clk(clk), .rst(rst), .ld(1'b1), .init(init), .inp(inp_n), .out(out_n));
    register #(.size(1)) reg_ovf(.clk(clk), .rst(rst), .ld(1'b1), .init(init), .inp(inp_ovf), .out(out_ovf));
    register #(.size(1)) reg_valid(.clk(clk), .rst(rst), .ld(1'b1), .init(init), .inp(inp_valid), .out(out_valid));
    register_temp #(.size(32)) reg_t(.clk(clk), .rst(rst), .ld(1'b1), .init(init), .inp(inp_t), .out(out_t));
endmodule
`timescale 1ns/1ns
module register_temp #(parameter size)(clk, rst, ld, init, inp, out);
    input clk, rst, ld, init;
    input [size-1:0] inp;
    output reg [size-1:0] out;
    always @(posedge clk or posedge rst) begin
        if (rst)
            out <= {size{1'b0}};
        else if (init)
            out <= {1'b0, {size-1{1'b1}}};
        else if (ld)
            out <= inp;
    end
endmodule

===== flow/run.sh =====
#!/bin/bash
# OpenROAD 26Q1-2900-gdf79404cd8, Yosys 0.63+post, stock flow scripts
make -C /OpenROAD-flow-scripts/flow DESIGN_CONFIG=/design/flow/config.mk WORK_HOME=/design/flow/orfs finish

===== flow/config.mk =====
export PLATFORM = sky130hd
export DESIGN_NAME = register_group_pipe
export DESIGN_NICKNAME = register_group_pipe
export VERILOG_FILES = /design/flow/design.v
export SDC_FILE = /design/flow/constraint.sdc
export NUM_CORES = 4
export LEC_CHECK = 1
export CORE_UTILIZATION = 30
export SYNTH_HDL_FRONTEND = slang

===== flow/constraint.sdc =====
current_design register_group_pipe

set clk_period 1.0
set clk_io_pct 0.2

create_clock -name clk0 -period $clk_period [get_ports {clk}]

set non_clock_inputs [all_inputs -no_clocks]
set_input_delay [expr $clk_period * $clk_io_pct] -clock clk0 $non_clock_inputs
set_output_delay [expr $clk_period * $clk_io_pct] -clock clk0 [all_outputs]

==> results_dict.tcl <==
# place-and-route summary
set metrics [dict create \
    ctsHoldBuffers 0 \
    synth_flops 78 \
    syn_to_final_growth_pct 63.1 \
    yosysChipArea_sq_um 2500 \
    fin_crit_sh_pct 101 \
    finish.utilization_pct 51.7 \
    crit_arrival_ns 0.81 \
    cts_root_buffer "clkbuf_8" \
    ant_nets 0 \
    slew_viol_final 0 \
    wl_met3_microns 680 \
    hpwlAfterDp_mm 4.03 \
    worst_pin_slew_ns 0.341 \
    min_from "init" \
    max_freq_mhz 990 \
    tool_warnings 28 \
    row_count 32 \
    violations "setup timing" \
    required_ns 0.80 \
    grt.overflow.total 0 \
    track_usage_pct 13.2 \
    synth_area_per_cell_sq_um 15.2 \
    layout_setup_ws_ns -0.0102 \
    status "complete, but fails checks" \
    synth.distinct_cells 8 \
    synthesis.area_sq_um 2500 \
    path_cells "buf_2" \
    dr_total_vias 1703 \
    drv_cap 0 \
    worstHoldPathType "in -> reg" \
    drt-met1-wl_mm 2.21 \
    dr_wl_met2_mm 2.48 \
    leakagePower_uw 0.00189 \
    fp_util_pct 31.7 \
    die_w_microns 93.3 \
    hold_viol_final 0 \
    clk_pin_slew_ns 0.07 \
    critPathBufInv 1 \
    antenna_found_initial 0 \
    io_buffers 158 \
    setup_viol 33 \
    fillers 709 \
    start_kind "register" \
    grt_pass1_vias 1701 \
    drt_iter0_drc 19 \
    path_delay_family "flip-flops" \
    drcViolationCount 0 \
    cpPeakStageDelay_ns 0.37 \
    fin_crit_ns 1.01 \
    crit_start "reg_y.out[17]" \
    worstSetupPathType "reg -> out" \
    rsz0062_at_grt "yes" \
    fp.dieH_microns 93.3 \
    antenna_cells 0 \
    postCtsSetupBuffers 0 \
    cts_tree "done" \
    gp_congestion 0.704 \
    yosys_warnings 0 \
    synth_cells 165 \
    cp-end-kind "output port" \
    grt_pass1_wl_mm 8.57 \
    yosys-stat-cells 165 \
    ir_drop_uv 624 \
    post_drt_via_cell_ratio 3.85 \
    layout-drive-gt1-share_pct 33.8 \
    setup_tns_ns -0.139 \
    drt-pass1-iter-count 4 \
    synth_seq_share_pct 78.0 \
    cp_max_fo 1 \
    cts_sinks 78 \
    die-area_sq_um 8710 \
    numCtsBuffers 9 \
    grt_max_degree 30 \
    ioPinCount 159 \
    worst_slew_margin_rel_pct 77.3 \
    clk_path_buf_depth 2 \
    top_layer "met4" \
    wl_mm 5.48 \
    htree_levels 3 \
    coreArea_sq_um 7890 \
    wire_per_inst_microns 12.4 \
    slowest_stage "dfrtp_1" \
    p_per_area_nw_per_um2 1550 \
]
## layout make-up
type	count	area (sq um)	area share, %
clock buffer	12	155	3.80
tap	102	128	3.13
inverter	1	7.51	0.184
sequential	78	1950	47.9
multi-input combinational	78	488	12.0
timing repair buffer	167	1300	32.0
clock inverter	4	45.0	1.10
## layout by cell type (no fill, tap or decap), drive strengths merged
cell / n
bufinv: 1
or2: 31
clkinv: 3
clkbuf: 12
nor2b: 47
clkdlybuf4s50: 79
buf: 88
clkinvlp: 1
dfrtp: 78
## cell usage after synthesis, drive strengths merged
cell type	count	share of area, %
dfrtp	78	78
buf	7	2.2
clkbuf	1	0.15
nor2b	47	12
inv	1	0.15
or2	31	7.8
## power by group
| group | switching [uW] | leakage (uW) | internal [uW] |
|---|---|---|---|
| logic | 202 | 0.000861 | 490 |
| registers | 32.3 | 0.000924 | 3310 |
| clock network | 1030 | 0.000106 | 1280 |
## sequential cells by signal (all words and copies together), names as in the netlist
name / count
reg_t.out: 32
reg_y.out: 32
reg_x.out: 8
reg_n.out: 4
reg_ovf.out: 1
reg_valid.out: 1
## path summary, 6_finish.rpt
kind | to | depth (start not counted)
setup / recovery | out_y[17] | 1
hold / removal | reg_n.out[2] | 2
max in group asynchronous | reg_valid.out | 3
min in group asynchronous | reg_n.out[3] | 3
## per-layer routing
layer	GRT usage (%)	up-vias
li1	-	830
met1	19.4	768
met2	19.4	95
met3	5.29	10
met4	2.31	0
met5	0	-
## cell families (layout without fill, tap and decap cells)
group	count (synthesis)	after routing	share of synthesized area, %
buffers and inverters	9	184	2.45
DFF	78	78	78.0
and+or+nand+nor	78	78	19.5
## metrics by stage
| stage | instance area, sq um | worst slack (ns) | cells | hold WS [ns] | power (uW) |
|---|---|---|---|---|---|
| 2_1_floorplan | 2500 | -0.0819 | 165 | 0.304 | 3570 |
| 3_3_place_gp | 4270 | -0.0241 | 426 | 0.608 | 4270 |
| 3_5_place_dp | 4270 | -0.0289 | 426 | 0.617 | 4270 |
| 4_1_cts | 4080 | -0.0396 | 442 | 0.244 | 6470 |
| 5_1_grt | 4080 | -0.0700 | 442 | 0.273 | 6690 |
| 6_report | 4080 | -0.0102 | 442 | 0.254 | 6340 |
## repair_timing
action,4_1_cts,5_1_grt
resized,238,0
endpoints found under the setup margin,78,78
gates cloned,0,0
endpoints found under the hold margin,0,0
Power figures rest on the tool's default switching activity, not on a simulated workload.
