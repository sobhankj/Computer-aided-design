==> flow/design.v <==
`timescale 1ns/1ns
module register #(parameter size)(clk, rst, ld, init, inp, out);
    input clk, rst, ld, init;
    input [size-1:0] inp;
    output reg [size-1:0] out;
    always @(posedge clk or posedge rst) begin
        if (rst)
            out <= {size{1'b0}};
        else if (init)
            out <= {size{1'b0}};
        else if (ld)
            out <= inp;
    end
endmodule
`timescale 1ns/1ns
module register_group_outside(clk, rst, ld, init, inp_x, inp_n,
                            out_y, out_t, out_x, out_n, out_ovf, out_valid);
    input clk, rst, init, ld;
    input [7:0] inp_x;
    input [3:0] inp_n;
    output [31:0] out_y, out_t;
    output [7:0] out_x;
    output [3:0] out_n;
    output out_ovf, out_valid;
    register #(.size(32)) reg_y(.clk(clk), .rst(rst), .ld(ld), .init(init), .inp(32'b0), .out(out_y));
    register #(.size(8)) reg_x(.clk(clk), .rst(rst), .ld(ld), .init(init), .inp(inp_x), .out(out_x));
    register #(.size(4)) reg_n(.clk(clk), .rst(rst), .ld(ld), .init(init), .inp(inp_n), .out(out_n));
    register #(.size(1)) reg_ovf(.clk(clk), .rst(rst), .ld(ld), .init(init), .inp(1'b0), .out(out_ovf));
    register #(.size(1)) reg_valid(.clk(clk), .rst(rst), .ld(ld), .init(init), .inp(1'b0), .out(out_valid));
    register_temp #(.size(32)) reg_t(.clk(clk), .rst(rst), .ld(ld), .init(init), .inp({1'b0, 31'b1111111111111111111111111111111}), .out(out_t));
endmodule
`timescale 1ns/1ns
module register_temp #(parameter size)(clk, rst, ld, init, inp, out);
    input clk, rst, ld, init;
    input [size-1:0] inp;
    output reg [size-1:0] out;
    always @(posedge clk or posedge rst) begin
        if (rst)
            out <= {size{1'b0}};
        else if (init)
            out <= {1'b0, {size-1{1'b1}}};
        else if (ld)
            out <= inp;
    end
endmodule
==> flow/run.sh <==
#!/bin/bash
# OpenROAD 26Q1-2900-gdf79404cd8, Yosys 0.63+post, stock flow scripts
make -C /OpenROAD-flow-scripts/flow DESIGN_CONFIG=/design/flow/config.mk WORK_HOME=/design/flow/orfs finish
==> flow/config.mk <==
export PLATFORM = sky130hd
export DESIGN_NAME = register_group_outside
export DESIGN_NICKNAME = register_group_outside
export VERILOG_FILES = /design/flow/design.v
export SDC_FILE = /design/flow/constraint.sdc
export NUM_CORES = 4
export LEC_CHECK = 1
export CORE_AREA = 10 10 70 70
export DIE_AREA = 0 0 80 80
export SYNTH_HDL_FRONTEND = slang
==> flow/constraint.sdc <==
current_design register_group_outside

set clk_period 1.3
set clk_io_pct 0.2

create_clock -name clk0 -period $clk_period [get_ports {clk}]

set non_clock_inputs [all_inputs -no_clocks]
set_input_delay [expr $clk_period * $clk_io_pct] -clock clk0 $non_clock_inputs
set_output_delay [expr $clk_period * $clk_io_pct] -clock clk0 [all_outputs]
==> flow_metrics.env <==
# physical design summary
export IMPL_design_area_um2=1260
export IMPL_global_route_wire_length_before_repair_mm=3.36
export IMPL_vdd_ir_drop_worst_uv=403
export IMPL_cts_max_path_buffers=2
export IMPL_max_stage_delay_ps=470
export IMPL_worstPathBufferInverterCount=2
export IMPL_synth_area_in_simple_gates=0.0521
export IMPL_worst_path_max_fanout=8
export IMPL_yosysSeqAreaShare=0.323
export IMPL_die_size_x_um=80
export IMPL_adder_share=0
export IMPL_route_final_wire_length_mm=2.61
export IMPL_max_clock_freq_mhz=791
export IMPL_area_delta_synth_final_pct=24.9
export IMPL_chipArea_um2=6400
export IMPL_ys_top_logic_family="buffers and inverters"
export IMPL_port_buffers=58
export IMPL_hold_fix_buffer_count_after_cts=0
export IMPL_top_usage_layer="met2"
export IMPL_ios=94
export IMPL_initial_antenna_violation_count=0
export IMPL_clock_sink_count=13
export IMPL_yosys_stat_area_um2=1010
export IMPL_critical_path_top_delay_family="flip-flops"
export IMPL_syn_cell_area_um2=1010
export IMPL_cp_data_required_time_ps=1040
export IMPL_cts_htree_levels=1
export IMPL_grt_remaining_overflow=0
export IMPL_power_switching_mw=0.186
export IMPL_place_area_um2=1330
export IMPL_cts_root_buffer_cell="sky130_fd_sc_hd__clkbuf_4"
export IMPL_p_int_mw=0.637
export IMPL_final_setup_skew_ps=0
export IMPL_critical_path_cell_count=2
export IMPL_yosys_cell_count=107
export IMPL_critical_path_arrival_ps=1000
export IMPL_synth_top_cells_by_area="sky130_fd_sc_hd__buf_4 (48%), sky130_fd_sc_hd__dfrtp_1 (32%), sky130_fd_sc_hd__mux2i_1 (12%)"
export IMPL_min_delay_path_class="in -> async"
export IMPL_use_met3=0.0489
export IMPL_mux_area_frac=0.119
export IMPL_reg2reg_depth=2
export IMPL_hpwlAfterDp_mm=2.04
export IMPL_drc=0
export IMPL_ys_async_sr_fraction=1.00
export IMPL_yosys_cell_types_count=9
export IMPL_synth_compound_area_share=0
export IMPL_clkPwrFrac=0.293
export IMPL_use_met2=0.0899
export IMPL_powerDensity_nw_per_um2=654
export IMPL_post_layout_minimum_cycle_time_ps=1260
export IMPL_avgSynthCellArea_um2=9.42
export IMPL_drt_wirelength_per_cell_um=13.6
export IMPL_n_antenna_cell=0
export IMPL_combPwrFrac=0.179
export IMPL_common_cells="sky130_fd_sc_hd__buf_4 (65), sky130_fd_sc_hd__dfrtp_1 (13), sky130_fd_sc_hd__mux2i_1 (12), sky130_fd_sc_hd__nor2_1 (12)"
export IMPL_finalWeightedCongestion=0.750
export IMPL_routed_via_count_divided_by_cell_count=3.49
export IMPL_dpl_worst_slack_ps=-58.0
export IMPL_first_global_vias=673
export IMPL_part_of_the_power_in_registers=0.528
export IMPL_track_usage=0.0649
export IMPL_yosys_register_bits=13
export IMPL_cts_tree="done"
export IMPL_start_kind="flip-flop"
export IMPL_cap_violations=0
export IMPL_die_size_y_um=80
export IMPL_drive_gt1_frac=0.310
export IMPL_critPathSlowestCell="sky130_fd_sc_hd__dfrtp_2"
export IMPL_path_class="reg -> out"
export IMPL_timing_final_max_slew_violations=0
export IMPL_timing_final_ws_setup_ps=35.7
export IMPL_floorplan_core_area_um2=3420
export IMPL_outcome="complete, no violations"
export IMPL_netlist_top_cell_by_instances="sky130_fd_sc_hd__buf_4"
export IMPL_detailedRoute_firstPassIterationCount=2
export IMPL_synth_cellmix_xorXnorShare=0
export IMPL_timing_critical_path_to_type="output pin"
export IMPL_gr_util_met1=0.0826
export IMPL_tool_warnings=27
export IMPL_netSwitchingFraction=0.226
export IMPL_floorplan_rows=21
export IMPL_clk_pin_slew_worst_paths_ps=80
export IMPL_numCtsBuffers=3
export IMPL_clk_insertion_delay_late_ps=260
export IMPL_ant_nets=0
export IMPL_grt_start_max_net_pins=33
export IMPL_p_leak_nw=0.728
export IMPL_top_cell_area_share=0.484
export IMPL_vias=667
export IMPL_netlist_instances=107
export IMPL_drt_iter0_markers=25
export IMPL_initCoreUtil=0.295
export IMPL_synth_edff_count=0
export IMPL_crit_path_cell_trace="clkbuf_16, clkbuf_2"
export IMPL_ys_dominant_reg_cell="sky130_fd_sc_hd__dfrtp_1"
export IMPL_yosysTopAreaCell="sky130_fd_sc_hd__buf_4"
export IMPL_hold_violations=0
export IMPL_finalClockPeriodUsage=0.973
export IMPL_synth_warning_count=0
export IMPL_setup_viol=0
export IMPL_setup_repair_after_global_routing_missed_its_margin="yes"
final cells by class:
type                            instances  area, um2
Clock buffer                            4       26.3
Fill cell                             358       2160
Inverter                                1       3.75
Multi-Input combinational cell         60        304
Sequential cell                        13        327
Tap cell                               46       57.6
Timing Repair Buffer                   67        542
logic make-up after synthesis:
logic type,count (synthesis)
DFF,13
other,1
buffers and inverters,68
and+or+nand+nor,13
muxes,12
worst reg2reg max path: cells and delay by family (launching register included):
family | cells | cell delay, ps
DFF | 1 | 470
buffers and inverters | 1 | 160
and+or+nand+nor | 1 | 400
final timing paths:
path / startpoint / to / slack (ps)
max: reg_t.out[29]$_DFFE_PP0P_ / out_t[29] / 40
min: rst / reg_n.out[3]$_DFFE_PP0P_ / 270
max reg2reg: reg_t.out[29]$_DFFE_PP0P_ / reg_t.out[29]$_DFFE_PP0P_ / 150
min reg2reg: reg_x.out[6]$_DFFE_PP0P_ / reg_x.out[6]$_DFFE_PP0P_ / 520
max in group asynchronous: rst / reg_t.out[29]$_DFFE_PP0P_ / 850
min in group clk0: reg_x.out[6]$_DFFE_PP0P_ / reg_x.out[6]$_DFFE_PP0P_ / 520
flip-flops by register name, indices dropped and copies added, names as in the netlist:
name	cells
reg_x.out	8
reg_n.out	4
reg_t.out	1
cells in the final DEF, fill, tap and decap left out:
cell,instances
sky130_fd_sc_hd__mux2i_1,12
sky130_fd_sc_hd__dlygate4sd2_1,12
sky130_fd_sc_hd__buf_6,1
sky130_fd_sc_hd__clkbuf_1,1
sky130_fd_sc_hd__conb_1,35
sky130_fd_sc_hd__clkdlybuf4s50_1,15
sky130_fd_sc_hd__dfrtp_2,1
sky130_fd_sc_hd__clkbuf_4,3
sky130_fd_sc_hd__or3_2,1
sky130_fd_sc_hd__buf_4,4
sky130_fd_sc_hd__dfrtp_1,12
sky130_fd_sc_hd__inv_1,1
sky130_fd_sc_hd__clkbuf_2,31
sky130_fd_sc_hd__buf_12,2
sky130_fd_sc_hd__nor2_1,12
sky130_fd_sc_hd__clkbuf_16,2
per-layer routing:
metal | up-vias | part of all wire
met5 | - | 0
met4 | 0 | 0
met3 | 0 | 0.16
met2 | 67 | 0.40
met1 | 293 | 0.44
li1 | 307 | -
through the flow:
stage | util | instances | hold slack [ps] | setup TNS [ps] | power (mW)
floorplan | - | 141 | 137 | 0 | 0.561
CTS | 0.385 | 188 | 263 | -1320 | 0.849
detailed placement | 0.390 | 183 | 517 | -519 | 0.609
global route | 0.369 | 191 | 272 | -156 | 0.883
global placement | 0.390 | 183 | 500 | -110 | 0.610
finish | 0.369 | 191 | 266 | 0 | 0.824
timing repair:
action,4_1_cts,5_1_grt
endpoints found under the setup margin,43,31
cloned,0,3
buffers inserted,1,0
gates resized,43,63
power by group through the flow:
stage	registers [mW]	clock network (mW)	logic (mW)
4_1_cts	0.435	0.259	0.155
5_1_grt	0.439	0.274	0.170
6_report	0.435	0.241	0.148
Power is estimated from default activity; no workload was simulated.
